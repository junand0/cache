==> flow/config.mk <==
export PLATFORM = sky130hd
export DESIGN_NAME = control
export DESIGN_NICKNAME = control
export VERILOG_FILES = /design/flow/design.v
export SDC_FILE = /design/flow/constraint.sdc
export NUM_CORES = 4
export LEC_CHECK = 1
export CORE_UTILIZATION = 50
==> flow/constraint.sdc <==
current_design control

set clk_period 5.1
set clk_io_pct 0.2

create_clock -name clk0 -period $clk_period

set non_clock_inputs [all_inputs -no_clocks]
set_input_delay [expr $clk_period * $clk_io_pct] -clock clk0 $non_clock_inputs
set_output_delay [expr $clk_period * $clk_io_pct] -clock clk0 [all_outputs]
==> flow/design.v <==
module control (
    input reset_n,
    input clk,
    input [3:0] opcode,
    input [5:0] func_code,
    input [1:0] rs_ID,
    input [1:0] rt_ID,
    input [1:0] rd_EX,
    input [1:0] rt_EX,
    input [16-1:0] jmp_target,
    input [16-1:0] pc,
    input [16-1:0] pc_1_ID,
    input [16-1:0] BranchCond,
    input [16-1:0] br_target,
    input [16-1:0] fw_rf_read_data1,
    input isValid_inst_ID,
    input wbit_ID,
    input RegWrite_EX,
    input RegWrite_MEM,
    input RegWrite_WB,
    input [1:0] dest_WB,
    input [1:0] dest_MEM,
    input [1:0] RegDst_EX,
    input MemRead_EX,
    input MemRead_MEM,
    input valid_inst_EX,
    input valid_inst_MEM,
    input valid_inst_WB,
    output [6-1:0] dep_code_rs,
    output [6-1:0] dep_code_rt,
    output [3-1:0] flush_code,
    output [9-1:0] EX_ctrl,
    output [2-1:0] MEM_ctrl,
    output [4-1:0] WB_ctrl,
    output [3-1:0] PCSrc,
    output isWWD
);
    assign EX_ctrl[8] = (!reset_n) ? 0 : Branch;
    assign EX_ctrl[7] = (!reset_n) ? 0 : ALUSrcA_reg;
    assign EX_ctrl[6] = (!reset_n) ? 0 : ALUSrcB_reg;
    assign EX_ctrl[5:5-3] = (!reset_n) ? 0 : ALUOp_reg;
    assign EX_ctrl[1:1-1] = (!reset_n) ? 0 : RegDst_reg;
    assign MEM_ctrl[1] = (!reset_n) ? 0 : MemWrite_reg;
    assign MEM_ctrl[0] = (!reset_n) ? 0 : MemRead_reg;
    assign WB_ctrl[3] = (!reset_n) ? 0 :
                                    (opcode == 4'd15) && (func_code == 6'd29) ? 1 : 0;
    assign WB_ctrl[2] = (!reset_n) ? 0 : isWWD;
    assign WB_ctrl[1] = (!reset_n) ? 0 : MemtoReg_reg;
    assign WB_ctrl[0] = (!reset_n) ? 0 : RegWrite_reg;
    assign isWWD = (!reset_n) ? 0 :
                    (func_code == 6'd28) ? 1 : 0;
    dep_detector dep_detector(
        .reset_n(reset_n),
        .rs_ID(rs_ID),
        .rt_ID(rt_ID),
        .rd_EX(rd_EX),
        .rt_EX(rt_EX),
        .opcode(opcode),
        .func_code(func_code),
        .RegWrite_EX(RegWrite_EX),
        .RegWrite_MEM(RegWrite_MEM),
        .RegWrite_WB(RegWrite_WB),
        .dest_WB(dest_WB),
        .dest_MEM(dest_MEM),
        .RegDst_EX(RegDst_EX),
        .MemRead_EX(MemRead_EX),
        .MemRead_MEM(MemRead_MEM),
        .valid_inst_EX(valid_inst_EX),
        .valid_inst_MEM(valid_inst_MEM),
        .valid_inst_WB(valid_inst_WB),
        .dep_code_rs(dep_code_rs),
        .dep_code_rt(dep_code_rt)
    );
    mispred_detector mispred_detector(
        .reset_n(reset_n),
        .jmp_target(jmp_target),
        .pc(pc),
        .pc_1_ID(pc_1_ID),
        .IsJtype(IsJtype),
        .BranchCond(BranchCond),
        .br_target(br_target),
        .Branch(Branch),
        .fw_rf_read_data1(fw_rf_read_data1),
        .JPRorJRL(JPRorJRL),
        .isValid_inst_ID(isValid_inst_ID),
        .wbit_ID(wbit_ID),
        .flush_code(flush_code)
    );
    wire JPRorJRL;
    assign JPRorJRL = (opcode == 4'd15) && ((func_code == 6'd25) || (func_code == 6'd26));
    wire IsJtype;
    assign IsJtype = (opcode == 4'd9) || (opcode == 4'd10);
    wire Branch;
    assign Branch = (!reset_n) ? 0 :
                    (0 <= opcode) && (opcode <= 4'b0011) ? 1 : 0;
    wire IsItype;
    assign IsItype = (!reset_n) ? 0 :
                    (0 <= opcode) && (opcode <= 4'b1000);
    reg ALUSrcA_reg;
    reg ALUSrcB_reg;
    reg [3:0] ALUOp_reg;
    reg [1:0] RegDst_reg;
    reg MemWrite_reg;
    reg MemRead_reg;
    reg MemtoReg_reg;
    reg RegWrite_reg;
    always @(*) begin
        if(!reset_n) begin
            ALUSrcA_reg = 0;
            ALUSrcB_reg = 0;
            ALUOp_reg = 0;
            RegDst_reg = 0;
            MemWrite_reg = 0;
            MemRead_reg = 0;
            MemtoReg_reg = 0;
            RegWrite_reg = 0;
        end
        if(reset_n) begin
            if((opcode == 4'd15) && (func_code != 6'd25) && (func_code != 6'd26) && (!isWWD)) begin
                ALUSrcA_reg = 0;
                ALUSrcB_reg = 0;
                ALUOp_reg = func_code[3:0];
                RegDst_reg = 2'b01;
                MemWrite_reg = 0;
                MemRead_reg = 0;
                MemtoReg_reg = 0;
                RegWrite_reg = 1;
            end
            else if(IsItype && (opcode != 4'd7) && (opcode != 4'd8) && (!Branch)) begin
                ALUSrcA_reg = 0;
                ALUSrcB_reg = 1;
                case(opcode)
                    4'd4 : begin
                        ALUOp_reg <= 0;  
                    end
                    4'd5 : begin
                        ALUOp_reg <= 4'b1000;  
                    end
                    4'd6 : begin
                        ALUOp_reg <= 4'b1001;  
                    end
                endcase
                RegDst_reg = 0;
                MemWrite_reg = 0;
                MemRead_reg = 0;
                MemtoReg_reg = 0;
                RegWrite_reg = 1;
            end
            else if(func_code == 6'd28) begin
                ALUSrcA_reg = 0;
                ALUOp_reg = 4'b1011;  
                MemWrite_reg = 0;
                MemRead_reg = 0;
                RegWrite_reg = 0;
            end
            else if(opcode == 4'd7) begin
                ALUSrcA_reg = 0;
                ALUSrcB_reg = 1;
                ALUOp_reg = 0;  
                RegDst_reg = 0;
                MemWrite_reg = 0;
                MemRead_reg = 1;
                MemtoReg_reg = 1;
                RegWrite_reg = 1;
            end
            else if(opcode == 4'd8) begin
                ALUSrcA_reg = 0;
                ALUSrcB_reg = 1;
                ALUOp_reg = 0;  
                MemWrite_reg = 1;
                MemRead_reg = 0;
                RegWrite_reg = 0;
            end
            else if(Branch) begin
                ALUSrcA_reg = 0;
                ALUSrcB_reg = 0;
                case(opcode)
                    4'd1 : begin
                        ALUOp_reg <= 4'b1100;  
                    end
                    4'd0 : begin
                        ALUOp_reg <= 4'b1101;  
                    end
                    4'd2 : begin
                        ALUOp_reg <= 4'b1010;  
                    end
                    4'd3 : begin
                        ALUOp_reg <= 4'b1110;  
                    end
                endcase
                MemWrite_reg = 0;
                MemRead_reg = 0;
                RegWrite_reg = 0;
            end
            else if(opcode == 4'd9) begin
                MemWrite_reg = 0;
                MemRead_reg = 0;
                RegWrite_reg = 0;
            end
            else if(opcode == 4'd10) begin
                RegDst_reg = 2'b10;
                ALUSrcA_reg = 1;
                ALUOp_reg = 4'b1011;  
                MemWrite_reg = 0;
                MemRead_reg = 0;
                RegWrite_reg = 1;
                MemtoReg_reg = 0;
            end
            else if(func_code == 6'd25) begin
                MemWrite_reg = 0;
                MemRead_reg = 0;
                RegWrite_reg = 0;
            end
            else if(func_code == 6'd26) begin
                ALUSrcA_reg = 1;
                ALUOp_reg = 4'b1011;  
                RegDst_reg = 2'b10;
                MemWrite_reg = 0;
                MemRead_reg = 0;
                RegWrite_reg = 1;
                MemtoReg_reg = 0;
            end
        end
    end
    assign PCSrc = (flush_code == 3'd0) ? 3'd0 :
                    (flush_code == 3'd1) ? 3'd2 :
                    (flush_code == 3'd2) ? 3'd1 :
                    (flush_code == 3'd3) ? 3'd4 : 3'd3; 
endmodule
module dep_detector (
    input reset_n,
    input [1:0] rs_ID,
    input [1:0] rt_ID,
    input [1:0] rd_EX,
    input [1:0] rt_EX,
    input [3:0] opcode,
    input [5:0] func_code,
    input RegWrite_EX,
    input RegWrite_MEM,
    input RegWrite_WB,
    input [1:0] dest_WB,
    input [1:0] dest_MEM,
    input [1:0] RegDst_EX,
    input MemRead_EX,
    input MemRead_MEM,
    input valid_inst_EX,
    input valid_inst_MEM,
    input valid_inst_WB,
    output [6-1:0] dep_code_rs,
    output [6-1:0] dep_code_rt
);
    wire use_rs;
    wire use_rt;
    wire IsItype;
    assign IsItype = (0 <= opcode) && (opcode <= 4'b1000);
    assign use_rs = ((opcode == 4'd15) && (opcode != 6'd29))  
                    || (IsItype && (opcode != 4'd6)) ? 1: 0; 
    assign use_rt = (opcode == 4'd0)  
                    || (opcode == 4'd1)
                    || (opcode == 4'd8)
                    || (func_code == 6'd0)
                    || (func_code == 6'd1)
                    || (func_code == 6'd2)
                    || (func_code == 6'd3) ? 1 : 0;
    assign dep_code_rs = (!reset_n) ? 0
                        : (((rs_ID == rd_EX) && use_rs && RegWrite_EX && (RegDst_EX == 2'b01))
                        || ((rs_ID == rt_EX) && use_rs && RegWrite_EX && (RegDst_EX == 0))
                        || ((rs_ID == 2'b10) && use_rs && RegWrite_EX && (RegDst_EX == 2'b10)))
                        && (MemRead_EX) 
                        && (valid_inst_EX) ? 3  
                        : (((rs_ID == rd_EX) && use_rs && RegWrite_EX && (RegDst_EX == 2'b01))
                        || ((rs_ID == rt_EX) && use_rs && RegWrite_EX && (RegDst_EX == 0))
                        || ((rs_ID == 2'b10) && use_rs && RegWrite_EX && (RegDst_EX == 2'b10)))
                        && (!MemRead_EX) 
                        && (valid_inst_EX) ? 1  
                        : ((rs_ID == dest_MEM) && use_rs && RegWrite_MEM)
                        && (!MemRead_MEM) 
                        && (valid_inst_MEM) ? 2  
                        : ((rs_ID == dest_MEM) && use_rs && RegWrite_MEM)
                        && (MemRead_MEM)
                        && (valid_inst_MEM) ? 4  
                        : ((rs_ID == dest_WB) && use_rs && RegWrite_WB)
                        && (valid_inst_WB) ? 5  
                        : 0;
    assign dep_code_rt = (!reset_n) ? 0
                        : (((rt_ID == rd_EX) && use_rt && RegWrite_EX && (RegDst_EX == 2'b01))
                        || ((rt_ID == rt_EX) && use_rt && RegWrite_EX && (RegDst_EX == 0))
                        || ((rt_ID == 2'b10) && use_rt && RegWrite_EX && (RegDst_EX == 2'b10)))
                        && (MemRead_EX)
                        && (valid_inst_EX) ? 3  
                        : (((rt_ID == rd_EX) && use_rt && RegWrite_EX && (RegDst_EX == 2'b01))
                        || ((rt_ID == rt_EX) && use_rt && RegWrite_EX && (RegDst_EX == 0))
                        || ((rt_ID == 2'b10) && use_rt && RegWrite_EX && (RegDst_EX == 2'b10)))
                        && (!MemRead_EX)
                        && (valid_inst_EX) ? 1  
                        : ((rt_ID == dest_MEM) && use_rt && RegWrite_MEM)
                        && (!MemRead_MEM) 
                        && (valid_inst_MEM) ? 2  
                        : ((rt_ID == dest_MEM) && use_rt && RegWrite_MEM)
                        && (MemRead_MEM)
                        && (valid_inst_MEM) ? 4  
                        : ((rt_ID == dest_WB) && use_rt && RegWrite_WB)
                        && (valid_inst_WB) ? 5  
                        : 0;  
endmodule
module mispred_detector(
    input reset_n,
    input [16-1:0] jmp_target,
    input [16-1:0] pc,
    input [16-1:0] pc_1_ID,
    input IsJtype,
    input [16-1:0] BranchCond,
    input [16-1:0] br_target,
    input Branch,
    input [16-1:0] fw_rf_read_data1,
    input JPRorJRL,
    input isValid_inst_ID,
    input wbit_ID,
    output [3-1:0] flush_code
);
    assign flush_code = !isValid_inst_ID && !wbit_ID ? 3'd0 :
                        ((IsJtype) && (jmp_target != pc)) ? 3'd1 :  
                        ((Branch) && (br_target != pc) && (BranchCond)) ? 3'd2 :  
                        (Branch && (pc != pc_1_ID) && (!BranchCond)) ? 3'd3 :  
                        (JPRorJRL && (fw_rf_read_data1 != pc)) ? 3'd4  
                        : 3'd0; 
endmodule
==> flow/run.sh <==
#!/bin/bash
# OpenROAD 26Q1-2900-gdf79404cd8, Yosys 0.63+post, stock flow scripts
make -C /OpenROAD-flow-scripts/flow DESIGN_CONFIG=/design/flow/config.mk WORK_HOME=/design/flow/orfs finish
==> impl_metrics.json <==
{
  "postCtsResizedCells": 0,
  "cellInternalPower_w": 0.0001565,
  "seqCellArea_um2": 180.2,
  "setup_tns_ns": 0,
  "syn_avg_cell_area_um2": 6.981,
  "top_cells_by_area": "sky130_fd_sc_hd__xor2_1 (17%), sky130_fd_sc_hd__xnor2_1 (13%), sky130_fd_sc_hd__dlxtn_1 (7.9%)",
  "fmax_mhz": 215.2,
  "cp_max_fo": 18,
  "placedCellCount": 524,
  "hold_viol_final": 0,
  "critPathKind": "input port to primary output",
  "via_count": 3158,
  "final-setup-viol-count": 0,
  "finalCriticalPeriod_ns": 4.647,
  "p_clk_frac": 0,
  "warnings": 35,
  "finalClockPeriodUsage": 0.9112,
  "io_pins": 166,
  "num_antenna_cells": 0,
  "maxSlewViolCount": 0,
  "largest_reg_flops": 4,
  "synthDistinctLibCells": 66,
  "unclocked_regs": 12,
  "end_kind": "primary output",
  "dp_hpwl_mm": 8.610,
  "synth.yosys.chip_area_um2": 2276,
  "synth_top_flop_cell": "sky130_fd_sc_hd__dlxtn_1",
  "syn_area_um2": 2276,
  "worst_ep_required_time_ns": 4.08,
  "finalWirelength_mm": 10.13,
  "leakage_nw": 1.390,
  "post-synth-top-count-cell": "sky130_fd_sc_hd__xor2_1",
  "postCtsSetupBuffers": 0,
  "grt_max_degree": 35,
  "floorplan.rows": 24,
  "post_synthesis_instance_total": 326,
  "initCoreUtil": 0.5227,
  "design_power_total_w": 0.0002772,
  "dieArea_um2": 4825,
  "ff_latch_count_synth": 12,
  "dieWidth_um": 69.47,
  "p_sw_w": 0.0001207,
  "synth_stat.cells": 326,
  "post-synth-top-area-fraction": 0.1655,
  "drcViolationCount": 0,
  "max_cap_violations": 0,
  "drt_iter0_markers": 292,
  "power_frac_seq": 0.017,
  "gate_power_share": 0.983,
  "port_buffers": 159,
  "grt_pass1_wl_mm": 15.71,
  "wl_per_cell_um": 19.33,
  "synth.largest_area_cell": "sky130_fd_sc_hd__xor2_1",
  "switching_share": 0.4355,
  "post_cts_hold_buffer_count": 0,
  "final_estimated_routing_congestion_in_global_placement": 1.018,
  "untimed_endpoints": 12,
  "cellPowerDensity_nw_per_um2": 71.89,
  "detail_routed_via_count_per_cell": 6.027,
  "nFillCells": 217,
  "timing_worst_slew_pin_value_ns": 0.6280,
  "grt_pass1_vias": 2913,
  "type_of_origin_of_the_critical_path": "input port",
  "outcome": "completed",
  "stdcell_count": 524,
  "power.ir.vdd_worst_uv": 48.06,
  "grt_remaining_overflow": 0,
  "edf_count": 0,
  "maxSlewHeadroom": 0.5800,
  "area_delta_synth_final_pct": 69.43,
  "fraction_of_layout_instances_using_a_drive_strength_above_1": 0.03390,
  "placeableCoreArea_um2": 4354,
  "grt_util_all_layers": 0.4188,
  "area.combinational_um2": 1993,
  "die.size.y_um": 69.47,
  "ys_top_cells_by_count": "sky130_fd_sc_hd__xor2_1 (43), sky130_fd_sc_hd__xnor2_1 (35), sky130_fd_sc_hd__nand2_1 (24), sky130_fd_sc_hd__nor2_1 (24), sky130_fd_sc_hd__nor4_1 (20)",
  "fraction_of_registers_with_async_set_reset": 0,
  "detail-route-antenna-nets": 0,
  "timing.critical_path.arrival_ns": 3.63,
  "unrepaired_setup_endpoints_after_global_routing": "no",
  "yosysWarnings": 13,
  "hold_path_class": "input port to primary output",
  "detailedRoute.firstPassIterationCount": 6,
  "grt_antenna_before_repair": 0
}
## power groups by stage
stage     Sequential [W]  Clock (W)  Combinational [W]
4_1_cts       0.00000465          0           0.000267
5_1_grt       0.00000472          0           0.000288
6_report      0.00000466          0           0.000273
## cells in the final DEF (no fill, tap or decap), drive strengths merged, types with 2 or more instances in the layout
master	netlist	layout
nand2	24	24
mux2i	2	2
o31a	3	3
and3	2	2
a31oi	3	3
nand4	13	13
o2111ai	2	2
nor2	24	24
a21boi	3	3
o21ai	12	12
nand2b	3	3
nor3b	2	2
nor4	20	20
nor3	13	13
o21ba	2	2
a22oi	3	3
nand3	8	8
xnor2	35	35
or2	2	2
inv	5	5
a31o	2	2
clkdlybuf4s50	0	159
and2	16	16
conb	1	6
o31ai	2	2
a21oi	19	19
and4bb	2	2
xor2	43	43
o22ai	2	2
a211oi	3	3
dlxtn	12	12
nor2b	5	5
## through the flow
stage               setup WS [ns]  cell area [µm²]  hold WS [ns]    util
floorplan                   1.887             2295         2.122       -
global placement           0.6946             3856         2.967  0.8856
detailed placement         0.5557             3856         2.962  0.8856
CTS                        0.5455             3856         2.976  0.8856
global route               0.3036             3856         3.018  0.8856
finish                     0.4529             3856         2.976  0.8856
## cell type report
cell class,instances,share of cell area
multi-input combinational,295,0.5169
inverter,5,0.004867
tap,52,0.01687
sequential,12,0.04672
timing repair buffer,160,0.4147
## logic make-up after synthesis
logic type | count (synthesis) | synth area share
simple gates | 141 | 0.3475
xor+xnor | 78 | 0.3002
compound gates | 68 | 0.2095
buf+inv | 24 | 0.05332
latches | 12 | 0.07916
mux | 2 | 0.008796
other cells | 1 | 0.001648
## final timing paths
path                    endpoint  cells past startpoint        from
setup / recovery        PCSrc[0]                      7   opcode[2]
hold / removal    dep_code_rs[1]                      4  MemRead_EX
## critical path, cell delays in order
cell	delay (ns)
sky130_fd_sc_hd__clkdlybuf4s50_1	0.73
sky130_fd_sc_hd__nor2_1	0.39
sky130_fd_sc_hd__nand2_1	0.16
sky130_fd_sc_hd__nor4_1	0.52
sky130_fd_sc_hd__a31o_2	0.22
sky130_fd_sc_hd__o21ba_2	0.12
sky130_fd_sc_hd__clkdlybuf4s50_1	0.46
## routing by layer
metal | vias to the layer above | wire [µm] | global-route usage
li1 | 1472 | - | -
met1 | 1369 | 3813 | 0.5413
met2 | 263 | 4783 | 0.6926
met3 | 54 | 890 | 0.04425
met4 | 0 | 640 | 0.2154
met5 | - | 0 | 0
Power figures rest on the tool's default switching activity, not on a simulated workload.
